<file path="flow/constraint.sdc">
current_design i2c_top

set clk_period 11.6
set clk_io_pct 0.2

create_clock -name clk0 -period $clk_period [get_ports {clk}]

set non_clock_inputs [all_inputs -no_clocks]
set_input_delay [expr $clk_period * $clk_io_pct] -clock clk0 $non_clock_inputs
set_output_delay [expr $clk_period * $clk_io_pct] -clock clk0 [all_outputs]
</file>
<file path="flow/run.sh">
#!/bin/bash
# OpenROAD 26Q1-2900-gdf79404cd8, Yosys 0.63+post, stock flow scripts
make -C /OpenROAD-flow-scripts/flow DESIGN_CONFIG=/design/flow/config.mk WORK_HOME=/design/flow/orfs finish
</file>
<file path="flow/config.mk">
export PLATFORM = sky130hd
export DESIGN_NAME = i2c_top
export DESIGN_NICKNAME = i2c_top
export VERILOG_FILES = /design/flow/design.v
export SDC_FILE = /design/flow/constraint.sdc
export NUM_CORES = 4
export LEC_CHECK = 1
export CORE_UTILIZATION = 30
</file>
<file path="flow/design.v">
`timescale 1ns / 1ps
module i2c_Slave(
input scl,clk,rst,
inout sda,
output reg ack_err, done
);
typedef enum logic [3:0] {
    idle = 0, read_addr = 1, send_ack1 = 2, send_data = 3,
    master_ack = 4, read_data = 5, send_ack2 = 6, wait_p = 7, detect_stop = 8
} state_type;
state_type state = idle;
reg [7:0] mem [128];
reg [7:0] r_addr;
reg [6:0] addr;
reg r_mem = 0;
reg w_mem = 0;
reg [7:0] dout;
reg [7:0] din;
reg sda_t;
reg sda_en;
reg [3:0] bitcnt = 0;
always @(posedge clk) begin
    if (rst) begin
        for (int i = 0; i < 128; i++) mem[i] = i;
        dout <= 8'h0;
    end else if (r_mem) begin
        dout <= mem[addr];
    end else if (w_mem) begin
        mem[addr] <= din;
    end
end
parameter sys_freq = 40000000;
parameter i2c_freq = 100000;
parameter clk_count4 = (sys_freq / i2c_freq);
parameter clk_count1 = clk_count4 / 4;
integer count1 = 0;
reg [1:0] pulse = 0;
reg busy;
always @(posedge clk) begin
    if (rst) begin
        pulse <= 0; count1 <= 0;
    end else if (!busy) begin
        pulse <= 2; count1 <= 202;
    end else if (count1 == clk_count1 - 1) begin
        pulse <= 1; count1 <= count1 + 1;
    end else if (count1 == clk_count1*2 - 1) begin
        pulse <= 2; count1 <= count1 + 1;
    end else if (count1 == clk_count1*3 - 1) begin
        pulse <= 3; count1 <= count1 + 1;
    end else if (count1 == clk_count1*4 - 1) begin
        pulse <= 0; count1 <= 0;
    end else begin
        count1 <= count1 + 1;
    end
end
reg scl_t;
wire start;
always @(posedge clk) scl_t <= scl;
assign start = ~sda & scl_t;
reg r_ack;
always @(posedge clk) begin
    if (rst) begin
        bitcnt <= 0; state <= idle;
        r_addr <= 0; sda_en <= 0; sda_t <= 0;
        addr <= 0; r_mem <= 0; w_mem <= 0;
        din <= 8'h00; ack_err <= 0; done <= 0; busy <= 0;
    end else begin
        case(state)
        idle: begin
            if (scl && !sda) begin
                busy <= 1; state <= wait_p;
            end
        end
        wait_p: begin
            if (pulse == 2'b11 && count1 == 399)
                state <= read_addr;
        end
        read_addr: begin
            sda_en <= 0;
            if (bitcnt <= 7) begin
                if (pulse == 2 && count1 == 200)
                    r_addr <= {r_addr[6:0], sda};
                if (count1 == clk_count1*4 - 1)
                    bitcnt <= bitcnt + 1;
            end else begin
                state <= send_ack1; bitcnt <= 0;
                addr <= r_addr[7:1]; sda_en <= 1;
            end
        end
        send_ack1: begin
            if (pulse == 0) sda_t <= 0;
            if (count1 == clk_count1*4 - 1) begin
                if (r_addr[0]) begin
                    r_mem <= 1; state <= send_data;
                end else begin
                    r_mem <= 0; state <= read_data;
                end
            end
        end
        read_data: begin
            sda_en <= 0;
            if (bitcnt <= 7) begin
                if (pulse == 2 && count1 == 200)
                    din <= {din[6:0], sda};
                if (count1 == clk_count1*4 - 1)
                    bitcnt <= bitcnt + 1;
            end else begin
                state <= send_ack2; bitcnt <= 0;
                sda_en <= 1; w_mem <= 1;
            end
        end
        send_ack2: begin
            if (pulse == 0) sda_t <= 0;
            if (pulse == 1) w_mem <= 0;
            if (count1 == clk_count1*4 - 1) begin
                sda_en <= 0; state <= detect_stop;
            end
        end
        send_data: begin
            sda_en <= 1; r_mem <= 0;
            if (bitcnt <= 7) begin
                if (pulse == 1 && count1 == 100)
                    sda_t <= dout[7 - bitcnt];
                if (count1 == clk_count1*4 - 1)
                    bitcnt <= bitcnt + 1;
            end else begin
                state <= master_ack; bitcnt <= 0;
                sda_en <= 0;
            end
        end
        master_ack: begin
            if (pulse == 2 && count1 == 200)
                r_ack <= sda;
            if (count1 == clk_count1*4 - 1) begin
                ack_err <= (r_ack == 0);
                sda_en <= 0;
                state <= detect_stop;
            end
        end
        detect_stop: begin
            if (pulse == 2'b11 && count1 == 399) begin
                state <= idle;
                busy <= 0;
                done <= 1;
            end
        end
        default: state <= idle;
        endcase
    end
end
assign sda = (sda_en) ? sda_t : 1'bz;
endmodule
module i2c_top(
    input clk, rst, newd, op,
    input [6:0] addr,
    input [7:0] din,
    output [7:0] dout,
    output busy, ack_err,
    output done
);
wire sda, scl;
wire ack_errm, ack_errs;
i2c_master master (
    clk, rst, newd, addr, op, 
    sda, scl, din, dout, 
    busy, ack_errm, done
);
i2c_Slave slave (
    scl, clk, rst, sda, ack_errs
);
assign ack_err = ack_errs | ack_errm;
endmodule
`timescale 1ns / 1ps
module i2c_master(
    input clk,
    input rst,
    input newd,
    input [6:0] addr,
    input op,
    inout sda,
    output scl,
    input [7:0] din,
    output [7:0] dout,
    output reg busy,
    output reg ack_err,
    output reg done
);
reg scl_t = 0;
reg sda_t = 0;
parameter sys_freq = 40000000;
parameter i2c_freq = 100000;
parameter clk_count4 = (sys_freq / i2c_freq);
parameter clk_count1 = clk_count4 / 4;
integer count1 = 0;
reg i2c_clk = 0;
reg [1:0] pulse = 0;
always @(posedge clk) begin
    if (rst || busy == 0) begin
        pulse <= 0;
        count1 <= 0;
    end else if (count1 == clk_count1 - 1) begin
        pulse <= 1;
        count1 <= count1 + 1;
    end else if (count1 == clk_count1*2 - 1) begin
        pulse <= 2;
        count1 <= count1 + 1;
    end else if (count1 == clk_count1*3 - 1) begin
        pulse <= 3;
        count1 <= count1 + 1;
    end else if (count1 == clk_count1*4 - 1) begin
        pulse <= 0;
        count1 <= 0;
    end else begin
        count1 <= count1 + 1;
    end
end
reg [3:0] bitcount = 0;
reg [7:0] data_addr = 0;
reg [7:0] data_tx = 0;
reg r_ack = 0;
reg [7:0] rx_data = 0;
reg sda_en = 0;
typedef enum logic [3:0] {
    idle = 0, start = 1, write_addr = 2, ack_1 = 3,
    write_data = 4, read_data = 5, stop = 6,
    ack_2 = 7, master_ack = 8
} state_type;
state_type state = idle;
always @(posedge clk) begin
    if (rst) begin
        bitcount <= 0;
        data_addr <= 0;
        data_tx <= 0;
        scl_t <= 1;
        sda_t <= 1;
        state <= idle;
        busy <= 0;
        ack_err <= 0;
        done <= 0;
    end else begin
        case (state)
            idle: begin
                done <= 0;
                if (newd) begin
                    data_addr <= {addr, op};
                    data_tx <= din;
                    busy <= 1;
                    state <= start;
                    ack_err <= 0;
                end else begin
                    data_addr <= 0;
                    data_tx <= 0;
                    busy <= 0;
                    ack_err <= 0;
                end
            end
            start: begin
                sda_en <= 1;
                case (pulse)
                    0, 1: begin scl_t <= 1; sda_t <= 1; end
                    2, 3: begin scl_t <= 1; sda_t <= 0; end
                endcase
                if (count1 == clk_count1*4 - 1) begin
                    state <= write_addr;
                    scl_t <= 0;
                end
            end
            write_addr: begin
                sda_en <= 1;
                if (bitcount <= 7) begin
                    case (pulse)
                        0: begin scl_t <= 0; sda_t <= 0; end
                        1: begin scl_t <= 0; sda_t <= data_addr[7 - bitcount]; end
                        2, 3: scl_t <= 1;
                    endcase
                    if (count1 == clk_count1*4 - 1) begin
                        bitcount <= bitcount + 1;
                        scl_t <= 0;
                    end
                end else begin
                    state <= ack_1;
                    bitcount <= 0;
                    sda_en <= 0;
                end
            end
            ack_1: begin
                sda_en <= 0;
                case (pulse)
                    0, 1: scl_t <= 0;
                    2: begin scl_t <= 1; r_ack <= sda; end
                    3: scl_t <= 1;
                endcase
                if (count1 == clk_count1*4 - 1) begin
                    if (r_ack == 0 && data_addr[0] == 0) begin
                        state <= write_data;
                        sda_t <= 0;
                        sda_en <= 1;
                        bitcount <= 0;
                    end else if (r_ack == 0 && data_addr[0] == 1) begin
                        state <= read_data;
                        sda_en <= 0;
                        bitcount <= 0;
                    end else begin
                        state <= stop;
                        sda_en <= 1;
                        ack_err <= 1;
                    end
                end
            end
            write_data: begin
                if (bitcount <= 7) begin
                    case (pulse)
                        0: scl_t <= 0;
                        1: begin scl_t <= 0; sda_en <= 1; sda_t <= data_tx[7 - bitcount]; end
                        2, 3: scl_t <= 1;
                    endcase
                    if (count1 == clk_count1*4 - 1) begin
                        bitcount <= bitcount + 1;
                        scl_t <= 0;
                    end
                end else begin
                    state <= ack_2;
                    bitcount <= 0;
                    sda_en <= 0;
                end
            end
            read_data: begin
                sda_en <= 0;
                if (bitcount <= 7) begin
                    case (pulse)
                        0, 1: scl_t <= 0;
                        2: begin scl_t <= 1; if (count1 == 200) rx_data <= {rx_data[6:0], sda}; end
                        3: scl_t <= 1;
                    endcase
                    if (count1 == clk_count1*4 - 1) begin
                        bitcount <= bitcount + 1;
                        scl_t <= 0;
                    end
                end else begin
                    state <= master_ack;
                    bitcount <= 0;
                    sda_en <= 1;
                end
            end
            master_ack: begin
                sda_en <= 1;
                case (pulse)
                    0, 1, 2, 3: begin scl_t <= (pulse >= 2); sda_t <= 1; end
                endcase
                if (count1 == clk_count1*4 - 1) begin
                    sda_t <= 0;
                    state <= stop;
                end
            end
            ack_2: begin
                sda_en <= 0;
                case (pulse)
                    0, 1: scl_t <= 0;
                    2: begin scl_t <= 1; r_ack <= sda; end
                    3: scl_t <= 1;
                endcase
                if (count1 == clk_count1*4 - 1) begin
                    sda_t <= 0;
                    sda_en <= 1;
                    state <= stop;
                    ack_err <= (r_ack != 0);
                end
            end
            stop: begin
                sda_en <= 1;
                case (pulse)
                    0, 1: begin scl_t <= 1; sda_t <= 0; end
                    2, 3: begin scl_t <= 1; sda_t <= 1; end
                endcase
                if (count1 == clk_count1*4 - 1) begin
                    state <= idle;
                    scl_t <= 0;
                    busy <= 0;
                    done <= 1;
                end
            end
            default: state <= idle;
        endcase
    end
end
assign sda = (sda_en == 1) ? (sda_t == 0) ? 1'b0 : 1'b1 : 1'bz;
assign scl = scl_t;
assign dout = rx_data;
endmodule
</file>
==> run summary <==
run metrics: yosys synthesis chip area=0.0512 mm^2, Post-synth seq share=0.462, Synth Register Bits=1,175, Top FF cell, synth=dfxtp_1, Synth async-reset ratio=0, Distinct lib cells used=83, Fail Step=synthesis (1_2_yosys), number of enable flip-flop cells=10, yosys warns=5, Stop Error=ERROR: Found 1 problems in 'check -assert'., # Cells Yosys=6,296, outcome=stopped before the end
## Yosys cell counts, types with 18 or more instances
master | n | area, um^2
clkbuf_1 | 396 | 1490
a211o_1 | 231 | 2020
dfxtp_1 | 1165 | 23300
nor3_1 | 29 | 145
o22ai_1 | 75 | 469
o21ai_0 | 38 | 190
a32oi_1 | 84 | 736
nand4_1 | 66 | 413
xnor2_1 | 20 | 175
a21oi_1 | 599 | 3000
nor2b_1 | 93 | 582
a221oi_1 | 28 | 245
a32o_1 | 19 | 190
inv_1 | 18 | 67.6
nor2_1 | 348 | 1310
nor4_1 | 50 | 313
a22oi_1 | 239 | 1790
buf_2 | 104 | 521
nand2_1 | 1574 | 5910
mux2i_1 | 82 | 821
and3_1 | 183 | 1140
a22o_1 | 56 | 490
buf_1 | 25 | 93.8
nand3_1 | 275 | 1380
nand3b_1 | 230 | 1730
xor2_1 | 39 | 342
## cell families after synthesis
family                   share of synthesized area
AND/OR/NAND/NOR                              0.269
AND-OR/OR-AND                                0.194
flip-flops                                   0.462
buffers and inverters                       0.0437
multiplexers                                0.0200
XOR/XNOR                                    0.0101
adder cells (fa/ha/maj)                    0.00147
